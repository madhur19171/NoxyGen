==> flow/design.v <==
module VCDemux 
	#(
		parameter VC = 4,
		parameter INPUTS = 4,
		parameter OUTPUTS = 4,
		parameter DATA_WIDTH = 32
	)
	(
		input [VC : 0] VCPlaneSelector, 
		input [INPUTS * DATA_WIDTH - 1 : 0] data_in_bus,
		input [INPUTS - 1 : 0]valid_in_bus,
		output [INPUTS - 1 : 0]ready_in_bus,
		output [VC * INPUTS * DATA_WIDTH - 1 : 0] data_in_busVC,
		output reg [VC * INPUTS - 1 : 0]valid_in_busVC = 0,
		input [VC * INPUTS - 1 : 0]ready_in_busVC
	);
	integer i1;
	always @(*)begin
		valid_in_busVC = 0;
		for(i1 = 0; i1 < VC; i1 = i1 + 1)begin
			if(i1 == VCPlaneSelector)
				valid_in_busVC[i1 * INPUTS +: INPUTS] = valid_in_bus;
		end
	end
	assign data_in_busVC = {VC{data_in_bus}};
	assign ready_in_bus = ready_in_busVC[VCPlaneSelector * INPUTS +: INPUTS];
endmodule
==> flow/run.sh <==
#!/bin/bash
# OpenROAD 26Q1-2900-gdf79404cd8, Yosys 0.63+post, stock flow scripts
make -C /OpenROAD-flow-scripts/flow DESIGN_CONFIG=/design/flow/config.mk WORK_HOME=/design/flow/orfs finish
==> flow/config.mk <==
export PLATFORM = sky130hd
export DESIGN_NAME = VCDemux
export DESIGN_NICKNAME = VCDemux
export VERILOG_FILES = /design/flow/design.v
export SDC_FILE = /design/flow/constraint.sdc
export NUM_CORES = 4
export LEC_CHECK = 1
export CORE_AREA = 10 10 267 267
export DIE_AREA = 0 0 277 277
==> flow/constraint.sdc <==
current_design VCDemux

set clk_period 1.5
set clk_io_pct 0.2

create_clock -name clk0 -period $clk_period

set non_clock_inputs [all_inputs -no_clocks]
set_input_delay [expr $clk_period * $clk_io_pct] -clock clk0 $non_clock_inputs
set_output_delay [expr $clk_period * $clk_io_pct] -clock clk0 [all_outputs]
==> impl_metrics.json <==
{
  "synth_cells": 555,
  "pwr_density_cell_nw_per_um2": 121,
  "drive_gt1_share_pct": 65.4,
  "crit_path_end": "valid_in_busVC[10]",
  "hold_path.class": "in2out",
  "syn_area_um2": 4130,
  "highest_layer": "met5",
  "drc": 0,
  "wl_per_cell_um": 18.9,
  "ff_latch_area_um2": 0,
  "routed_wl_um": 18300,
  "finalSetupViolCount": 20,
  "worstMarginPinSlew_ns": 0.273,
  "ys_seq_share_pct": 0,
  "violations": "setup timing",
  "place_congestion": 0.578,
  "wl_met3_um": 5290,
  "viasPerCell": 1.23,
  "path_class": "in2out",
  "fmax_mhz": 567,
  "overflow": 0,
  "core_um2": 65600,
  "fillers": 7856,
  "ys_cells": 555,
  "power.share.switching_pct": 43.4,
  "crit_path_max_fanout": 5,
  "die_x_um": 277,
  "cts_hold_buf": 0,
  "dieArea_um2": 76700,
  "maxCapViolCount": 0,
  "startpoint": "VCPlaneSelector[4]",
  "antenna_found_initial": 6,
  "end_kind": "primary output",
  "max_slew_margin_pct": 81.3,
  "fin_crit_ns": 1.76,
  "rsz0062_at_grt": "true",
  "cellLeakagePower_nw": 0.474,
  "finalMaxSlewViolations": 0,
  "grt_pass1_wl_um": 21200,
  "yosysWarnings": 1,
  "place_area_um2": 1840,
  "synth.distinct_cells": 13,
  "p_comb_share_pct": 100.0,
  "drtPass1Iterations": 4,
  "rows": 94,
  "grt_max_degree": 10,
  "post-route-cell-area_um2": 2080,
  "wl_met2_um": 7450,
  "grt_pass1_vias": 1317,
  "dp_slack_ns": -1.05,
  "avgSynthCellArea_um2": 7.45,
  "die_height_um": 277,
  "final_cell_mix": "buf_2, clkdlybuf4s50_1, buf_6, nor2_4, mux2i_1",
  "critPathLaunchType": "primary input",
  "warnings": 34,
  "peakVddDrop_mv": 0.0304,
  "ant_nets": 0,
  "p_clk_share_pct": 0,
  "status": "complete, but fails checks",
  "io_pins": 685,
  "area_growth_pct": -49.8,
  "initCoreUtil_pct": 6.30,
  "layout_top_cell": "buf_2",
  "finalHoldViolations": 0,
  "p_switching_mw": 0.109,
  "diodes": 0,
  "numSequentialCells": 0,
  "vias": 1188,
  "track_usage_pct": 4.40,
  "seqPwrFrac_pct": 0,
  "wl_met1_um": 3170,
  "port_buffers": 45,
  "p_int_mw": 0.142,
  "cp.required_ns": 1.20,
  "dp_hpwl_um": 16600,
  "fin_crit_sh_pct": 118,
  "ys_chip_area_um2": 4130,
  "critPathArrivalTime_ns": 1.46,
  "setup_slack_ns": -0.264,
  "nClkBuffers": 0,
  "drt_iter0_markers": 36
}
power by group through the flow:
| stage | Clock [mW] | Sequential, mW | Combinational, mW |
|---|---|---|---|
| CTS | 0 | 0 | 0.250 |
| global route | 0 | 0 | 0.268 |
| finish | 0 | 0 | 0.251 |
kinds of logic (layout without fill, tap and decap cells):
group,Yosys count,in the layout,share of synthesized area [%]
AND-OR/OR-AND,4,4,0.605
buffers and inverters,516,65,93.8
multiplexers,8,8,1.94
AND/OR/NAND/NOR,27,27,3.69
timing repair:
item / in CTS / in global routing
resized: 129 / 17
setup endpoints to repair: 20 / 20
setup buffers: 13 / 1
pin swaps: 24 / 13
worst min-delay path by stage:
stage	start	endpoint	cells past startpoint
final	data_in_bus[120]	data_in_busVC[120]	0
after global routing	data_in_bus[53]	data_in_busVC[181]	0
after CTS	data_in_bus[48]	data_in_busVC[176]	0
synth_stat cells (all sizes together):
| library cell | number | area (um2) |
|---|---|---|
| buf | 516 | 3880 |
| nor2 | 14 | 52.6 |
| mux2i | 8 | 80.1 |
| nand2 | 4 | 15.0 |
| o22ai | 4 | 25.0 |
| nand2b | 3 | 18.8 |
| nor3b | 2 | 25.0 |
| or3 | 1 | 7.51 |
| or3b | 1 | 8.76 |
| or4 | 1 | 11.3 |
| or4b | 1 | 13.8 |
per-layer routing:
| metal | up-vias | GRT usage [%] |
|---|---|---|
| li1 | 274 | - |
| met1 | 316 | 2.39 |
| met2 | 405 | 6.31 |
| met3 | 191 | 5.34 |
| met4 | 2 | 4.91 |
| met5 | - | 0 |
worst max-delay path: stages:
cell,delay [ns]
buf_6,0.09
or4b_4,0.59
buf_12,0.18
nor3b_4,0.17
buf_2,0.12
through the flow:
step | TNS (ns) | util, % | instances | total power [mW] | hold slack, ns
final | -2.88 | 3.16 | 968 | 0.251 | 0.600
after global placement | -18.09 | 2.80 | 955 | 0.197 | 0.600
after CTS | -3.78 | 3.08 | 968 | 0.250 | 0.600
after detailed placement | -18.50 | 2.80 | 955 | 0.196 | 0.600
after floorplan | 0 | - | 555 | 0.853 | 0.666
after global routing | -3.82 | 3.16 | 968 | 0.268 | 0.600
area by class of cell:
type | count | area (um2) | area share, %
Timing Repair Buffer | 65 | 599 | 28.9
Multi-Input combinational cell | 39 | 395 | 19.0
Tap cell | 864 | 1080 | 52.1
Power and IR drop assume default switching activity.
