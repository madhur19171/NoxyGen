$ cat design/flow/config.mk
export PLATFORM = sky130hd
export DESIGN_NAME = SwitchControl
export DESIGN_NICKNAME = SwitchControl
export VERILOG_FILES = /design/flow/design.v
export SDC_FILE = /design/flow/constraint.sdc
export NUM_CORES = 4
export LEC_CHECK = 1
export CORE_AREA = 10 10 107 107
export DIE_AREA = 0 0 117 117
$ cat design/flow/constraint.sdc
current_design SwitchControl

set clk_period 3.3
set clk_io_pct 0.2

create_clock -name clk0 -period $clk_period [get_ports {clk}]

set non_clock_inputs [all_inputs -no_clocks]
set_input_delay [expr $clk_period * $clk_io_pct] -clock clk0 $non_clock_inputs
set_output_delay [expr $clk_period * $clk_io_pct] -clock clk0 [all_outputs]
$ cat design/flow/design.v
module SwitchControl
	#(
	parameter N = 4,
	parameter INPUTS = 4,
	parameter OUTPUTS = 4,
	parameter DATA_WIDTH = 8,
	parameter REQUEST_WIDTH = 2,
	parameter AssignedVC = 4,
	parameter VC = 1
	) 
	(
	input clk,
	input rst,
	input [VC : 0] VCPlaneSelector, 
	input [INPUTS - 1 : 0] routeReserveRequestValid,
	input [INPUTS * REQUEST_WIDTH - 1 : 0] routeReserveRequest, 
	input [INPUTS - 1 : 0] routeRelieve, 
	output [INPUTS - 1 : 0]routeReserveStatus, 
	output [OUTPUTS * REQUEST_WIDTH - 1 : 0]routeSelect,
	output [OUTPUTS - 1 : 0] outputBusy,	 
	output [INPUTS - 1 : 0] PortReserved	 
	);
	reg [OUTPUTS * REQUEST_WIDTH - 1 : 0]routeSelectVC = 0;
	reg [OUTPUTS - 1 : 0] outputBusyVC = 0;
	reg [INPUTS - 1 : 0] PortReservedVC = 0;
	reg [INPUTS - 1 : 0] routeReserveStatusVC = 0;
	reg [OUTPUTS - 1 : 0] switchRequestVC = 0;
	reg [OUTPUTS - 1 : 0] outputRelieveVC = 0;
	reg [INPUTS - 1 : 0] PortBusyVC = 0;
	reg [INPUTS - 1 : 0] ConflictVC = 0;
	localparam STATE_WIDTH = 3;
	localparam UnRouted = 0, Check = 1, Arbitrate = 2, PathReserved1 = 3, PathReserved0 =4;
	reg [STATE_WIDTH * INPUTS - 1 : 0] switchStateVC = 0, switchState_nextVC = 0;
	integer i0;
	always @(posedge clk)begin
		for(i0 = INPUTS - 1; i0 >= 0; i0 = i0 - 1)
			if(rst)
				switchStateVC[i0 * STATE_WIDTH +: STATE_WIDTH] <= #1.25 UnRouted;
			else  
				switchStateVC[i0 * STATE_WIDTH +: STATE_WIDTH] <= #1.25 switchState_nextVC[i0 * STATE_WIDTH +: STATE_WIDTH];
	end
	integer i1;
	always @(*)begin
		switchState_nextVC = 0;
		for(i1 = INPUTS - 1; i1 >= 0; i1 = i1 - 1)
			case(switchStateVC[i1 * STATE_WIDTH +: STATE_WIDTH])
				UnRouted : switchState_nextVC[i1 * STATE_WIDTH +: STATE_WIDTH] = routeReserveRequestValid[i1] ? Check : UnRouted;
				Check : switchState_nextVC[i1 * STATE_WIDTH +: STATE_WIDTH] = PortBusyVC[i1] ? Check : ConflictVC[i1] ? Arbitrate : PathReserved1;
				Arbitrate :  switchState_nextVC[i1 * STATE_WIDTH +: STATE_WIDTH] = ~ConflictVC[i1] & ~PortBusyVC[i1] ? PathReserved1 : Arbitrate;
				PathReserved1 : switchState_nextVC[i1 * STATE_WIDTH +: STATE_WIDTH] = PathReserved0;
				PathReserved0 : switchState_nextVC[i1 * STATE_WIDTH +: STATE_WIDTH] = ~routeRelieve[i1] ? PathReserved0 : UnRouted;
				default : switchState_nextVC[i1 * STATE_WIDTH +: STATE_WIDTH] = UnRouted;
			endcase
	end
	integer i2;
	always @(*)begin
		PortBusyVC = 0;
		for(i2 = INPUTS - 1; i2 >= 0; i2 = i2 - 1)
			PortBusyVC[i2] = outputBusyVC[routeReserveRequest[i2 * REQUEST_WIDTH +: REQUEST_WIDTH]];
	end
	integer i3;
	always @(*)begin
		PortReservedVC = 0;
		for(i3 = INPUTS - 1; i3 >= 0; i3 = i3 - 1)
			PortReservedVC[i3] = switchStateVC[i3 * STATE_WIDTH +: STATE_WIDTH] == PathReserved0;
	end
	assign PortReserved = PortReservedVC[0 +: INPUTS];
	integer i4, j4;
	always @(*)begin
		ConflictVC = 0;
		for(i4 = INPUTS - 1; i4 >= 0; i4 = i4 - 1)begin 
			for(j4 = i4 - 1; j4 >= 0; j4 = j4 - 1)
				ConflictVC[i4] = ConflictVC[i4] | 
					((routeReserveRequest[j4 * REQUEST_WIDTH +: REQUEST_WIDTH] == routeReserveRequest[i4 * REQUEST_WIDTH +: REQUEST_WIDTH]) 
					& routeReserveRequestValid[i4] & routeReserveRequestValid[j4]
					& (switchStateVC[i4 * STATE_WIDTH +: STATE_WIDTH] != UnRouted)); 
		end
	end
	integer i5;
	always @(*)begin
		routeReserveStatusVC = 0;
		for(i5 = INPUTS - 1; i5 >= 0; i5 = i5 - 1)
			routeReserveStatusVC[i5] = (switchStateVC[i5 * STATE_WIDTH +: STATE_WIDTH] == PathReserved1);
	end
	assign routeReserveStatus = routeReserveStatusVC[0 +: INPUTS];
	integer i6;
	always @(posedge clk)begin
		for(i6 = OUTPUTS - 1; i6 >= 0; i6 = i6 - 1)begin
			if(rst) 
				outputBusyVC[i6] <= #0.75 0;
			else 
			if(outputRelieveVC[i6])
				outputBusyVC[i6] <= #0.75 0;
			else
			if(~outputBusyVC[i6] & switchRequestVC[i6]) 
				outputBusyVC[i6] <= #0.75 1;		
		end
	end
	assign outputBusy = outputBusyVC[0 +: OUTPUTS];
	integer i7, j7;
	always @(posedge clk)begin
		if(rst)
			routeSelectVC[0 +: OUTPUTS * REQUEST_WIDTH] = 0;
		else  
		for(i7 = OUTPUTS - 1; i7 >= 0; i7 = i7 - 1)begin
			for(j7 = INPUTS - 1; j7 >= 0; j7 = j7 - 1)
				if(routeReserveRequest[j7 * REQUEST_WIDTH +: REQUEST_WIDTH] == i7 & switchStateVC[j7 * STATE_WIDTH +: STATE_WIDTH] == PathReserved1)
					routeSelectVC[i7 * REQUEST_WIDTH +: REQUEST_WIDTH] = j7;
		end
	end
	assign routeSelect = routeSelectVC[0 +: OUTPUTS * REQUEST_WIDTH];
	integer i8, j8;
	always @(*)begin
		switchRequestVC = 0;
		for(i8 = OUTPUTS - 1; i8 >= 0; i8 = i8 - 1)begin
			for(j8 = INPUTS - 1; j8 >= 0; j8 = j8 - 1) 
				switchRequestVC[i8] = switchRequestVC[i8]
							| (routeReserveRequest[j8 * REQUEST_WIDTH +: REQUEST_WIDTH] == i8
							& (~PortBusyVC[j8] | ConflictVC[j8])) 
							& (switchStateVC[j8 * STATE_WIDTH +: STATE_WIDTH] == PathReserved1);
		end
	end
	integer i9, j9;
	always @(*)begin
		outputRelieveVC = 0;
		for(i9 = OUTPUTS - 1; i9 >= 0; i9 = i9 - 1)begin
			for(j9 = INPUTS - 1; j9 >= 0; j9 = j9 - 1)
				outputRelieveVC[i9] = outputRelieveVC[i9] | (routeRelieve[j9] 
							& routeSelectVC[i9 * REQUEST_WIDTH +: REQUEST_WIDTH] == j9 
							& outputBusyVC[i9]);
		end
	end
endmodule
$ cat design/flow/run.sh
#!/bin/bash
# OpenROAD 26Q1-2900-gdf79404cd8, Yosys 0.63+post, stock flow scripts
make -C /OpenROAD-flow-scripts/flow DESIGN_CONFIG=/design/flow/config.mk WORK_HOME=/design/flow/orfs finish
==> flow_metrics.tcl <==
# metrics dict for downstream scripts
set metrics [dict create \
    maxCapViolations 0 \
    tool_warnings 27 \
    fin_crit_sh 0.729 \
    most_common_cell "dfxtp_1" \
    regToRegEndpoint "outputBusyVC[0]" \
    worstHoldEndpoint "switchStateVC[7]" \
    num_rows 35 \
    top_area_frac 0.297 \
    rsz0062_at_grt "false" \
    clkPwrFrac 0.329 \
    ant_nets 0 \
    grt_pass1_vias 1534 \
    max_freq_mhz 416 \
    logic_area_sq_mm 0.00102 \
    gp_congestion 0.885 \
    min_path_type "flip-flop to flip-flop" \
    grt_pass1_wl_um 8130 \
    fillers 1012 \
    routed_wl_um 5020 \
    yosys.stat.seqShare 0.297 \
    ys_ff 24 \
    ir_drop_mv 0.199 \
    slew_viol_final 0 \
    seq_area_sq_um 480 \
    drtIter0Drc 181 \
    status "completed" \
    p_per_area_mw_per_mm2 380 \
    hold_buffers 0 \
    topCellsByArea "dfxtp_1 30%, mux4_2 9.8%, xnor2_1 5.4%" \
    yosys-top-cells-count "24 x dfxtp_1, 16 x nor2_1, 16 x nor3_1" \
    cts_buffer_depth 2 \
    rrSetupSlack_ns 1.59 \
    crit_fanout 8 \
    clock_latency_ns 0.27 \
    via_count 1495 \
    cts_buffers 3 \
    fp.dieW_um 117 \
    p_int_w 0.000583 \
    dieArea_sq_mm 0.0137 \
    cp-start-kind "input port" \
    critPathCaptureType "flip-flop" \
    worstPathRequired_ns 3.47 \
    synth-async-reset-ratio 0 \
    antenna_cells 0 \
    ios 40 \
    worstHoldPathCells 1 \
    ys.flop_type "dfxtp_1" \
    synth_warnings 1 \
    grt_max_degree 15 \
    yosys_area_sq_mm 0.00162 \
    crit_type "input port to flip-flop" \
    switching_power_w 0.000224 \
    leakagePower_nw 0.746 \
    cts_resized 0 \
    via_per_inst 4.59 \
    area_delta_synth_final_pct 31.4 \
    p_comb_frac 0.240 \
    power_w 0.000807 \
    setup_violations 0 \
    ys_cells 183 \
    switching_share 0.278 \
    synth.cell_area_sq_mm 0.00162 \
    r2r-start "outputBusyVC[1]" \
    r2r_cells 4 \
    syn_avg_cell_area_sq_um 8.83 \
    synth.largest_area_cell "dfxtp_1" \
    hold_viol 0 \
    fp_util 0.176 \
    fp.dieH_um 117 \
    wire_per_inst_um 15.4 \
    power_frac_seq 0.431 \
    drtPass1Iterations 4 \
    max_slew_margin 0.627 \
    min_period_ns 2.41 \
    io_buffers 37 \
    arrival_ns 2.57 \
    synth-edff-count 0 \
    clkSinkCount 24 \
    postCtsSetupBuffers 0 \
    timing.hold.ws_ns 0.478 \
    tightest_slew_ns 0.557 \
    grt-ovfl-total 0 \
    hpwl_um 3870 \
    syn_inst 183 \
    clock_skew_ns 0.00300 \
    core_sq_mm 0.00920 \
    drc_errors 0 \
    final_layout_size_suffix_gt1_frac 0.0930 \
    cts_tree "done" \
    cts.htree.levels 1 \
    worstHoldStart "switchStateVC[8]" \
    antenna_found_initial 0 \
    clk_pin_slew_ns 0.09 \
    ys_types 44 \
    track_usage 0.0766 \
    clock-root-buffer "clkbuf_8" \
    finalSetupTns_ns 0 \
]
logic make-up after synthesis:
group / after synthesis / synth area share
simple gates: 78 / 0.267
compound gates: 42 / 0.189
flops: 24 / 0.297
buf+inv: 18 / 0.0682
xor+xnor: 12 / 0.0651
mux: 9 / 0.113
power by group through the flow:
stage                 sequential [W]  combinational, W  clock, W
after global routing        0.000354          0.000217  0.000287
final                       0.000348          0.000194  0.000266
after CTS                   0.000348          0.000195  0.000275
final cells by class:
cell class	instances	area share
multi-input combinational	141	0.483
tap	111	0.0654
timing repair buffer	38	0.178
clock inverter	1	0.0141
inverter	8	0.0141
sequential	24	0.226
clock buffer	3	0.0194
worst max-delay path, stage by stage:
cell             delay [ns]
clkdlybuf4s50_1        0.71
mux4_2                 0.62
nor4_2                 0.30
a211oi_1               0.11
a21oi_1                0.13
nor3_1                 0.05
stage by stage:
step | cell area [sq um] | setup slack (ns) | instances | util
2_1_floorplan | 1620 | 1.35 | 183 | -
3_3_place_gp | 2050 | 0.601 | 322 | 0.223
3_5_place_dp | 2050 | 0.591 | 322 | 0.223
4_1_cts | 2120 | 0.882 | 326 | 0.231
5_1_grt | 2120 | 0.761 | 326 | 0.231
6_report | 2120 | 0.895 | 326 | 0.231
flip-flops by register name (all words and copies together) (netlist names):
name / flops
routeSelectVC: 8
outputBusyVC: 4
switchStateVC: 12
worst max path at each step:
stage / from / end / slack (ns) / depth (start not counted)
CTS: routeReserveRequest[2] / switchStateVC[3] / 0.88 / 6
finish: routeReserveRequest[2] / switchStateVC[3] / 0.89 / 6
global route: routeReserveRequest[2] / switchStateVC[3] / 0.76 / 6
routing by layer:
layer  GRT usage  share of wire  up-vias
met5           0              0        -
met4     0.00659         0.0028        0
met3      0.0315          0.097        2
met2       0.110           0.43       48
met1       0.110           0.47      704
li1            -              -      741
layout by cell type (no fill, tap or decap), drive strengths merged, types with 2 or more instances in the layout:
cell type      count
clkbuf             3
o311a              2
dfxtp             24
a21oi             10
nand2b             5
a211oi             5
nand3              7
and3               3
nor2              16
or2                2
nor3              16
nor3b             11
mux4               7
nor4               3
a21o               4
or3b               2
inv                8
nand2              8
xor2               2
a2111oi            3
clkdlybuf4s50     37
xnor2             10
o21ai              8
a31oi              2
nand3b             2
Power and IR drop assume default switching activity.
