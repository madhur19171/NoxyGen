--- flow/design.v ---
module MuxSwitch
	#(
	parameter INPUTS = 4,
	parameter OUTPUTS = 4,
	parameter DATA_WIDTH = 8,
	parameter REQUEST_WIDTH = 32
	) 
	(
	input [OUTPUTS * REQUEST_WIDTH - 1 : 0] routeSelect,
	input [OUTPUTS - 1 : 0] outputBusy,
	input [INPUTS - 1 : 0] PortReserved,
	input [INPUTS * DATA_WIDTH - 1 : 0] data_in,
	input [INPUTS - 1 : 0] valid_in,
	output reg [INPUTS - 1 : 0] ready_in = 0,
	output reg [OUTPUTS * DATA_WIDTH - 1 : 0] data_out = 0,
	output reg [OUTPUTS - 1 : 0] valid_out = 0,
	input [OUTPUTS - 1 : 0] ready_out
	);
	integer i1, j1;
	always @(*)begin
		data_out = 0;
		for(i1 = OUTPUTS - 1; i1 >= 0; i1 = i1 - 1)begin
			for(j1 = INPUTS - 1; j1 >= 0; j1 = j1 - 1)
				if(routeSelect[i1 * REQUEST_WIDTH +: REQUEST_WIDTH] == j1 & PortReserved[j1] & outputBusy[i1]) 
					data_out[i1 * DATA_WIDTH +: DATA_WIDTH] = data_in[j1 * DATA_WIDTH +: DATA_WIDTH];
			end
	end
	integer i2, j2;
	always @(*)begin
		valid_out = 0;
		for(i2 = OUTPUTS - 1; i2 >= 0; i2 = i2 - 1)begin
			for(j2 = INPUTS - 1; j2 >= 0; j2 = j2 - 1)
				if(routeSelect[i2 * REQUEST_WIDTH +: REQUEST_WIDTH] == j2 & PortReserved[j2] & outputBusy[i2]) 
					valid_out[i2] = valid_in[j2];
		end
	end
	integer i3, j3;
	always @(*)begin
		for(i3 = INPUTS - 1; i3 >= 0; i3 = i3 - 1)begin
			ready_in[i3] = 0;
			for(j3 = OUTPUTS - 1; j3 >= 0; j3 = j3 - 1)
				if(routeSelect[j3 * REQUEST_WIDTH +: REQUEST_WIDTH] == i3 & outputBusy[j3] & PortReserved[i3])
					ready_in[i3] = ready_out[j3];
		end
	end
endmodule
--- flow/run.sh ---
#!/bin/bash
# OpenROAD 26Q1-2900-gdf79404cd8, Yosys 0.63+post, stock flow scripts
make -C /OpenROAD-flow-scripts/flow DESIGN_CONFIG=/design/flow/config.mk WORK_HOME=/design/flow/orfs finish
--- flow/config.mk ---
export PLATFORM = sky130hd
export DESIGN_NAME = MuxSwitch
export DESIGN_NICKNAME = MuxSwitch
export VERILOG_FILES = /design/flow/design.v
export SDC_FILE = /design/flow/constraint.sdc
export NUM_CORES = 4
export LEC_CHECK = 1
export CORE_AREA = 10 10 126 126
export DIE_AREA = 0 0 136 136
--- flow/constraint.sdc ---
current_design MuxSwitch

set clk_period 6.6
set clk_io_pct 0.2

create_clock -name clk0 -period $clk_period

set non_clock_inputs [all_inputs -no_clocks]
set_input_delay [expr $clk_period * $clk_io_pct] -clock clk0 $non_clock_inputs
set_output_delay [expr $clk_period * $clk_io_pct] -clock clk0 [all_outputs]
==> impl_results.rst <==
Metrics
=======

.. list-table::
   :header-rows: 1

   * - Metric
     - Value
   * - Worst Path Max Fanout
     - 10
   * - Share of post-route cells with drive strength above 1
     - 5.47%
   * - Core area
     - 0.0132 mm2
   * - Post-detailed-route DRC marker count
     - 0
   * - Leakage power
     - 1.31 nW
   * - Worst voltage drop across the vdd grid
     - 0.0158 mV
   * - Count of antenna-violating nets left after detailed routing
     - 0
   * - Final period demand of the worst path
     - 5.51 ns
   * - Number of failing hold endpoints at the final stage
     - 0
   * - Area reported by Yosys stat
     - 0.00190 mm2
   * - Initial antenna violation count
     - 0
   * - Arrival time worst endpoint
     - 4.19 ns
   * - Worst path required time
     - 5.28 ns
   * - FF/Latch Area
     - 0 um2
   * - Antenna diodes
     - 0
   * - Buffers on Ports
     - 216
   * - Area leader, netlist
     - sky130_fd_sc_hd__a22oi_1
   * - Number of iterations in the first detailed-routing pass
     - 7
   * - Share of the clock period used by the worst path after layout
     - 83.4%
   * - Count of cell types in the netlist
     - 46
   * - Gr ovfl total
     - 0
   * - Total global-route track usage
     - 14.5%
   * - Post-synth design cell area
     - 0.00190 mm2
   * - Min setup slack post-route
     - 1.09 ns
   * - Worst max-slew margin expressed relative to the limit
     - 45.5%
   * - Vias per std cell
     - 5.05
   * - Endpoint kind of the worst setup timing path
     - output pin
   * - Number of vias in the routed layout
     - 3383
   * - Starting utilization of the core area
     - 14.4%
   * - DR iter-0 viols
     - 256
   * - Pin count of the biggest net entering global routing
     - 14
   * - Max frequency
     - 182 MHz
   * - Most numerous logic cells after layout
     - sky130_fd_sc_hd__clkdlybuf4s50_1, sky130_fd_sc_hd__nand2_1, sky130_fd_sc_hd__a22oi_1
   * - Vias in the first global route
     - 3570
   * - Area of the chip
     - 0.0185 mm2
   * - Cell count listed in synth_stat.txt
     - 294
   * - Type of the most critical hold path
     - input pin to output pin
   * - Vertical extent of the die
     - 136 um
   * - Area added between synthesis and finish
     - 123%
   * - Synthesized area per cell
     - 6.47 um2
   * - Number of I/O pins
     - 216
   * - Wire length of the first global-routing pass
     - 20.8 mm
   * - Count of hold-fix buffers inserted at cts
     - 0
   * - Number of sequential storage elements
     - 0
   * - Number of logged tool warnings
     - 32
   * - Fill cell instance count of the final layout
     - 1399
   * - Power density over the cells
     - 35.9 mW/mm2
   * - Post-Synthesis Cells
     - 294
   * - Max-capacitance violation count
     - 0
   * - Setup repair after global routing missed its margin
     - no
   * - Final count of pins violating max slew
     - 0
   * - Transition time at the pin with the least slew margin
     - 0.815 ns
   * - Count of clock-net buffers in the final layout
     - 0
   * - Leading cell types by total area after synthesis
     - sky130_fd_sc_hd__a22oi_1, sky130_fd_sc_hd__nand2_1, sky130_fd_sc_hd__nor4_1
   * - Post-DP HPWL
     - 12.3 mm
   * - Share of the synthesized area in the top cell type
     - 9.87%
   * - Post-layout instance count excluding filler cells
     - 670
   * - Post-layout total power
     - 0.000152 W
   * - Classification of the worst setup path
     - input pin to output pin
   * - RD Place Congestion
     - 0.940
   * - Setup total negative slack
     - 0 ns
   * - Post-CTS sizing
     - 0
   * - Post-CTS setup buffer count
     - 0
   * - Worst slack after detailed placement
     - 1.16 ns
   * - Run status
     - finished, final reports clean
   * - Kind of start point of the critical path
     - input pin
   * - Tally of yosys warning messages
     - 1
   * - Most instantiated logic cell after routing
     - sky130_fd_sc_hd__clkdlybuf4s50_1
   * - Avg WL per Cell
     - 21.3 um
   * - Aggregate routed wire length
     - 14.2 mm
   * - Count of final setup violators
     - 0
   * - Die span in x
     - 136 um
   * - Cell Count Post-Placement
     - 670
   * - Share of synthesized area occupied by flip-flops and latches
     - 0%
   * - Floorplan row count
     - 42
==> final cells by class <==
| cell class | count | area, um2 | area share [%] |
|---|---|---|---|
| timing repair buffer | 224 | 2220 | 52.5 |
| inverter | 4 | 15.0 | 0.354 |
| tap | 176 | 220 | 5.20 |
| multi-input combinational | 266 | 1780 | 42.0 |
==> worst max-delay path: stages <==
cell and delay (ns):
sky130_fd_sc_hd__clkdlybuf4s50_1 0.42, sky130_fd_sc_hd__nor4_1 0.36, sky130_fd_sc_hd__nand4_1 0.35, sky130_fd_sc_hd__nor4_4 0.70
sky130_fd_sc_hd__a21oi_1 0.09, sky130_fd_sc_hd__a311oi_1 0.38, sky130_fd_sc_hd__clkdlybuf4s50_1 0.56
==> cell families after synthesis <==
family / after synthesis / share of synthesized area, %
simple gates: 152 / 48.6
buf+inv: 28 / 6.45
compound gates: 114 / 45.0
==> metal layers <==
layer | up-vias | global-route usage [%] | wire, um
met3 | 7 | 4.79 | 1690
met4 | 0 | 0.651 | 80
met5 | - | 0 | 0
met2 | 218 | 26.2 | 7090
met1 | 1540 | 16.9 | 5390
li1 | 1618 | - | -
==> cells in the mapped netlist (all sizes together) (4+ instances only) <==
library cell	number
o31ai	10
o21ai	18
a21oi	8
nand2	45
and3	5
inv	4
nor2	6
and4	4
a222oi	9
a22oi	25
a311oi	4
buf	13
nor4	30
o22ai	9
or4	7
and2	13
a21o	15
nand3	8
nand4	11
a32oi	9
clkbuf	11
or2	5
==> power breakdown <==
part / internal, W / switching (W)
combinational: 0.000102 / 0.0000504
clock: 0 / 0
sequential: 0 / 0
==> worst paths after layout <==
path / slack (ns) / start / to / depth (start not counted)
setup / recovery: 1.09 / routeSelect[50] / ready_in[2] / 7
hold / removal: 3.71 / ready_out[0] / ready_in[3] / 4
==> through the flow <==
stage,util [%],hold WS (ns),cell area [um2]
final,32.1,3.71,4240
after global routing,32.1,3.74,4240
after CTS,32.1,3.71,4240
after detailed placement,32.1,3.71,4240
after global placement,32.1,3.71,4240
after floorplan,-,2.70,1900
Power figures rest on the tool's default switching activity, not on a simulated workload.
