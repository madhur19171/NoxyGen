===== ./design.v =====
module FIFO #(parameter DATA_WIDTH = 32,
		parameter FIFO_DEPTH = 32)
	(
		input clk,
		input rst,
		output empty,
		input rd_en, 
		output reg [DATA_WIDTH - 1 : 0]dout = 0,
		output full,
		input wr_en, 
		input [DATA_WIDTH - 1 : 0]din,
		output [$clog2(FIFO_DEPTH) - 1 : 0] FIFOoccupancy
	);
	localparam ADDRESS_WIDTH = $clog2(FIFO_DEPTH);
	wire [ADDRESS_WIDTH - 1 : 0] head_tail;
	reg [ADDRESS_WIDTH - 1 : 0] head = 0, tail = 0;
	assign #0.5 empty = head == tail;
	assign #0.5 full = ((head + 1) % FIFO_DEPTH == tail);
	assign #0.5 FIFOoccupancy = head - tail + 1;
	reg [DATA_WIDTH - 1 : 0] RAM [0 : FIFO_DEPTH - 1];
	integer i;
	initial begin
		for(i = 0; i < FIFO_DEPTH; i = i + 1)begin
			RAM[i] = 0;
		end
	end
	always @(posedge clk)begin
		if(rst)begin
			head <= #0.75 0;
		end
		else if(wr_en & ~full | wr_en & rd_en & full)
			head <= #0.75 ((head + 1) % FIFO_DEPTH);
	end
	always @(posedge clk)begin
		if(rst)begin
			tail <= #0.75 0;
		end
		else if(rd_en & ~empty | rd_en & wr_en & empty)
			tail <= #0.75 ((tail + 1) % FIFO_DEPTH);
	end
	always @(posedge clk)begin
		if(wr_en & ~full | wr_en & rd_en & full)
			RAM[head] <= #0.75 din;
	end
	always @(*)begin
		if(rst)begin
			dout = #0.75 0;
		end
		else if(~empty)
			dout = #0.75 RAM[tail];
	end
endmodule

===== ./run.sh =====
#!/bin/bash
# OpenROAD 26Q1-2900-gdf79404cd8, Yosys 0.63+post, stock flow scripts
make -C /OpenROAD-flow-scripts/flow DESIGN_CONFIG=/design/flow/config.mk WORK_HOME=/design/flow/orfs finish

===== ./config.mk =====
export PLATFORM = sky130hd
export DESIGN_NAME = FIFO
export DESIGN_NICKNAME = FIFO
export VERILOG_FILES = /design/flow/design.v
export SDC_FILE = /design/flow/constraint.sdc
export NUM_CORES = 4
export LEC_CHECK = 1
export CORE_UTILIZATION = 30

===== ./constraint.sdc =====
current_design FIFO

set clk_period 30.6
set clk_io_pct 0.2

create_clock -name clk0 -period $clk_period [get_ports {clk}]

set non_clock_inputs [all_inputs -no_clocks]
set_input_delay [expr $clk_period * $clk_io_pct] -clock clk0 $non_clock_inputs
set_output_delay [expr $clk_period * $clk_io_pct] -clock clk0 [all_outputs]

==> results.toml <==
# yosys + openroad results
[sta]
setup_viol = 0
tns_ns = 0
fmax_ghz = 0.104
drv_slew = 0
fin_crit_ns = 9.58
post-route-period-util = 0.313
rsz0062_at_grt = "false"
unclocked_regs = 32
slew_headroom = 0.223
worstMarginPinSlew_ns = 1.16
untimed_endpoints = 64
holdWs_ns = 0.590
finalHoldViolations = 0
fin_worst_skew_ns = 0.0234

[detailed_routing]
wirelength_mm = 99.1
drtIter0Drc = 1140
routed_via_density = 4.93
drc = 0
vias = 19300
wire_per_inst_um = 25.2
firstDrtPassIters = 5
ant_nets = 0
diodes = 0

[synthesis]
top_cell_area_share = 0.762
most_common_cell = "edfxtp_1"
yosysChipArea_um2 = 40400
simple_gate_share = 0.0368
yosys.area_share.aoi = 0.0180
synth-edff-count = 1024
synthDistinctLibCells = 48
avgSynthCellArea_um2 = 21.3
top_cells_by_area = "edfxtp_1 76%, mux4_2 14%, nand2_1 1.4%, dlxtn_1 1.2%, a211oi_1 0.60%"
ys_cells = 1897
netlist_top_cells_count = "1024 x edfxtp_1, 256 x mux4_2, 152 x nand2_1"
ys.flop_type = "edfxtp_1"
syn-cell-area_um2 = 40400
muxShareOfSynthArea = 0.144
largest_area_cell = "edfxtp_1"
synth_cells = 1897
ys_ff = 1066
synthTopLogicFamily = "multiplexers"
synth-xor-area-share = 0.00279
ys_warn_count = 1
async_flop_share = 0
adder_share = 0.00422

[cells_and_area]
stdcell_area_um2 = 47100
fillers = 12100
syn_to_final_growth_pct = 16.7
drive_above_1_share = 0.259

[clock_tree]
clkSlewWorstSetupHoldPaths_ns = 0.06
cts_tree = "built"
post_cts_resized = 0
cts_setup_buffers = 0
htreeDepth = 3
numCtsBuffers = 101
holdBufCountCts = 0
cts_max_path_buffers = 3
insertion_delay_ns = 0.67
root_buffer = "clkbuf_16"

[placement]
gp_congestion = 0.844
port_buffers = 74
placed_area_um2 = 43800
dpl.hpwl_mm = 59.5

[worst_setup_path]
critPathRequiredTime_ns = 24.48
max_stage_delay_ns = 0.76
end_kind = "output port"
crit_chain = "clkinv_2 -> buf_4 -> ha_1 -> ha_1 -> a21oi_1 -> xnor2_1 -> clkdlybuf4s50_1"
cpMostUsedCell = "ha_1"
r2r_start = "head[0]$_SDFFE_PP0P_"
startpoint_type = "flop"
crit_type = "reg2out"
crit_path_top_delay_cell = "dfxtp_4"
crit_path_max_fanout = 46
crit_arrival_ns = 3.46
crit_start = "tail[3]$_SDFFE_PP0P_"

[floorplan]
core_area_um2 = 133000
fp-utilization = 0.302
die_w_um = 369
ios = 75
chip_area_um2 = 136000
die_y_um = 369
rows = 134

[grt]
grt_util_all_layers = 0.158
grt_pass1_vias = 21700
grt_pass1_wl_mm = 146
grt_max_degree = 56
overflow = 0
grt_antenna_before_repair = 3

[power]
power_w = 0.00318
peakVddDrop_mv = 0.0499
p_leak_nw = 14.4
powerDensity_nw_per_um2 = 67.6

[run]
max-cap-violations = 0
tool_warnings = 29

[run_status]
status = "complete, no violations"

[hold_path]
min_from = "head[0]$_SDFFE_PP0P_"
min_path_type = "reg2reg"
final timing paths:
path	end	slack (ns)	cells past startpoint
max	FIFOoccupancy[4]	21.02	7
min	head[0]$_SDFFE_PP0P_	0.59	2
max reg2reg	RAM[7][14]$_DFFE_PP_	27.39	7
min reg2reg	head[0]$_SDFFE_PP0P_	0.59	2
placed cells by master (no fill, tap or decap), types with 2 or more instances in the layout:
cell	instances
nor4_1	27
nand3b_1	3
dfxtp_1	7
xnor2_1	8
o22ai_1	37
ha_1	12
or3b_2	2
nor4b_1	5
clkbuf_1	18
dfxtp_4	3
o21ai_0	28
inv_1	10
a211oi_1	32
nand4_1	3
mux4_2	256
clkinv_2	15
nand4b_1	2
mux2_2	2
clkbuf_16	104
buf_4	112
clkinv_1	23
and2_1	33
bufinv_16	12
nand3_1	35
clkdlybuf4s50_1	73
xor2_1	3
dlxtn_1	32
clkinv_4	2
nor3_2	4
clkinvlp_4	4
edfxtp_1	1024
nor2b_1	3
or3_2	2
nand2_1	151
a31oi_1	5
nor2_1	12
nor2_4	30
worst max-delay path: cells and delay by family (launching register included):
kind / cells / cell delay [ns]
AND-OR/OR-AND: 1 / 0.20
buffers and inverters: 3 / 0.93
adder cells (fa/ha/maj): 2 / 0.71
XOR/XNOR: 1 / 0.17
flip-flops: 1 / 0.76
cell families after synthesis:
family,after synthesis
multiplexers,260
buffers and inverters,118
adder cells (fa/ha/maj),13
latches,32
AND/OR/NAND/NOR,317
flip-flops,1034
XOR/XNOR,12
AND-OR/OR-AND,111
report_power, final:
part,total (W),internal [W],leakage [nW],switching (W)
Combinational,0.000362,0.000163,3.28,0.000199
Sequential,0.00160,0.00158,9.56,0.0000120
Clock,0.00123,0.000720,1.59,0.000506
area by class of cell:
cell class              count  area (um2)  share of cell area
multi-input cells         713        8560               0.182
inverters                  11        42.5            0.000903
flip-flops and latches   1066       31400               0.667
repair buffers            186        1580              0.0335
clock inverters            58         609              0.0129
clock buffers             122        2670              0.0567
well taps                1768        2210              0.0470
sequential cells by signal, indices dropped and copies added (netlist names):
| name | flops |
|---|---|
| dout | 32 |
| tail | 5 |
| RAM | 1024 |
| head | 5 |
per-stage QoR:
step | cells | worst slack, ns | utilization
floorplan | 1897 | 21.20 | -
global placement | 3744 | 21.62 | 0.328
detailed placement | 3744 | 21.67 | 0.328
CTS | 3924 | 20.93 | 0.353
global route | 3924 | 20.82 | 0.353
finish | 3924 | 21.02 | 0.353
per-layer routing:
layer / wire length, um / global-route usage
met5: 88 / 0.00392
met1: 33100 / 0.176
met4: 2360 / 0.0316
met3: 15900 / 0.121
met2: 47600 / 0.244
Power and IR drop assume default switching activity.
