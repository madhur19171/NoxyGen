`./run.sh`:
```
#!/bin/bash
# OpenROAD 26Q1-2900-gdf79404cd8, Yosys 0.63+post, stock flow scripts
make -C /OpenROAD-flow-scripts/flow DESIGN_CONFIG=/design/flow/config.mk WORK_HOME=/design/flow/orfs finish
```
`./config.mk`:
```
export PLATFORM = sky130hd
export DESIGN_NAME = VCMux
export DESIGN_NICKNAME = VCMux
export VERILOG_FILES = /design/flow/design.v
export SDC_FILE = /design/flow/constraint.sdc
export NUM_CORES = 4
export LEC_CHECK = 1
export CORE_AREA = 10 10 522 522
export DIE_AREA = 0 0 532 532
```
`./constraint.sdc`:
```
current_design VCMux

set clk_period 11.5
set clk_io_pct 0.2

create_clock -name clk0 -period $clk_period

set non_clock_inputs [all_inputs -no_clocks]
set_input_delay [expr $clk_period * $clk_io_pct] -clock clk0 $non_clock_inputs
set_output_delay [expr $clk_period * $clk_io_pct] -clock clk0 [all_outputs]
```
`./design.v`:
```
module VCMux 
	#(
		parameter VC = 4,
		parameter INPUTS = 4,
		parameter OUTPUTS = 4,
		parameter DATA_WIDTH = 32,
		parameter REQUEST_WIDTH = 32
	)
	(
		input [VC : 0] VCPlaneSelector, 
		input [VC * OUTPUTS * DATA_WIDTH - 1 : 0] data_out_portVC,
		input [VC * OUTPUTS - 1 : 0]valid_out_portVC,
		output reg [VC * OUTPUTS - 1 : 0]ready_out_portVC = 0,
		input [VC * OUTPUTS * REQUEST_WIDTH - 1 : 0]routeSelectVC,
		input [VC * OUTPUTS - 1 : 0] outputBusyVC,
		input [VC * INPUTS - 1 : 0] PortReservedVC,
		output [DATA_WIDTH * INPUTS - 1 : 0]data_in_switch,
		output [INPUTS - 1 : 0]valid_in_switch,
		input [INPUTS - 1 : 0]ready_in_switch,
		output [OUTPUTS * REQUEST_WIDTH - 1 : 0]routeSelect,
		output [OUTPUTS - 1 : 0] outputBusy,
		output [INPUTS - 1 : 0] PortReserved
	);
	integer i;
	always @(*)begin
		ready_out_portVC = 0;
		for(i = 0; i < VC; i = i + 1)begin
			if(VCPlaneSelector == i)
				ready_out_portVC[i * OUTPUTS +: OUTPUTS] = ready_in_switch;
		end
	end
	assign data_in_switch = data_out_portVC[VCPlaneSelector * OUTPUTS * DATA_WIDTH +: OUTPUTS * DATA_WIDTH];   
	assign valid_in_switch = valid_out_portVC[VCPlaneSelector * OUTPUTS +: OUTPUTS];
	assign routeSelect = routeSelectVC[VCPlaneSelector * OUTPUTS * REQUEST_WIDTH +: OUTPUTS * REQUEST_WIDTH];
	assign outputBusy = outputBusyVC[VCPlaneSelector * OUTPUTS +: OUTPUTS];
	assign PortReserved = PortReservedVC[VCPlaneSelector * INPUTS +: INPUTS];
endmodule
```
==> run_results.csv <==
group,metric,value,unit
cells_and_area,syn2layout_area_growth,219,%
cells_and_area,drive_gt1_share,2.12,%
timing,relSlewSlack,4.65,%
logic_synthesis,syn_area_per_cell,8.45,um2
cts,hold_buffers,0,
logic_synthesis,ys_warn_count,1,
timing,max_freq,0.127,GHz
timing,fin_crit,7.89,ns
cells_and_area,post-route-util,9.90,%
global_routing,grt_pass1_vias,15400,
cts,postCtsSetupBuffers,0,
logic_synthesis,yosys-stat-area,0.00807,mm2
timing,hold_viol,0,
route,drt_first_pass_iters,5,
timing,worst_slew_pin_slew,1.39,ns
critical_path,crit_type,"primary input to primary output",
logic_synthesis,ys_seq_share,0,%
floorplanning,fp_util,3.10,%
route,dr_total_vias,15600,
floorplanning,fp.dieH,532,um
global_routing,grt_overflow,0,
power,ir_worst_vdd,20.2,uV
run,warnings,32,
place,dp_hpwl,227,mm
logic_synthesis,top_cell_area_share,66.5,%
run_status,status,"finished clean",
floorplanning,rows,187,
cts,cts_resized,0,
floorplanning,die_w,532,um
route,drc,0,
floorplanning,dieArea,0.283,mm2
global_routing,grt_max_degree,96,
power,p_leak,8.98,nW
global_routing,grt_usage,16.3,%
critical_path,critPathArrivalTime,5.59,ns
timing,slew_violations,0,
route,drt.antenna.violating_nets,0,
timing,holdWs,5.57,ns
logic_synthesis,yosysCellCount,955,
timing,fin_tns_setup,0,ns
cells_and_area,nClkBuffers,0,
logic_synthesis,most_common_cell,"mux2i_1",
route,vias_per_cell,2.70,
timing,min_period_over_period,68.6,%
timing,setup_viol,0,
cells_and_area,flop_area,0,um2
floorplanning,ioPinCount,1365,
global_routing,grt_pass1_wl,273,mm
logic_synthesis,top_cells_by_count,"mux2i_1, o22ai_1, buf_2, buf_6, o22ai_2",
critical_path,worst_setup_path_start_kind,"primary input",
place,routabilityCongestion,1.02,
critical_path,endpoint_kind,"primary output",
min_path,hold_class,"primary input to primary output",
global_routing,antenna_found_initial,339,
logic_synthesis,area_leaders,"mux2i_1, o22ai_1, buf_2",
logic_synthesis,netlist_area,0.00807,mm2
critical_path,worstPathMaxFanout,45,
critical_path,cp.required,9.20,ns
timing,grt_setup_unrepaired,"no",
floorplanning,core,0.260,mm2
cells_and_area,num-fill-cells,30000,
logic_synthesis,synth.distinct_cells,14,
route,drtIter0Drc,993,
route,routedWlPerCell,41.2,um
logic_synthesis,netlist_instances,955,
power,power_density,36.3,mW/mm2
logic_synthesis,yosys.area.top_type,"mux2i_1",
place,port_buffers,1365,
run,cap_violations,0,
route,drt-total-wl,239,mm
cells_and_area,comb_area,0.00731,mm2
cells_and_area,numSequentialCells,0,
placed cells by master, fill, tap and decap left out, types with 4 or more instances in the layout:
cell type	netlist	layout
clkdlybuf4s50_1	0	1364
mux2i_1	536	536
buf_12	0	4
nor2_1	16	16
nand2_1	4	4
nand2b_1	4	4
o22ai_2	20	20
diode_2	0	72
o22ai_1	248	248
buf_4	3	20
cells by family after synthesis:
kind of cell	Yosys count	share of synthesized area, %
AND-OR/OR-AND	268	22.3
multiplexers	536	66.5
buffers and inverters	123	9.56
AND/OR/NAND/NOR	28	1.64
worst paths after layout:
check / startpoint / endpoint / depth (start not counted)
max: VCPlaneSelector[1] / data_in_switch[114] / 6
min: VCPlaneSelector[1] / data_in_switch[9] / 4
per-layer routing:
metal  share of wire, %  GRT usage, %  vias to the layer above
met5               0.46             0                        -
met1                 30          14.8                     6905
met2                 54          31.5                     1519
met4                3.6          3.52                      168
li1                   -             -                     6471
met3                 12          8.61                      580
critical path, stage by stage:
cell	delay, ns
buf_8	0.42
buf_4	0.52
buf_4	0.63
mux2i_1	0.86
o22ai_1	0.17
clkdlybuf4s50_1	0.50
where the power goes:
| part | switching [W] | internal [W] | leakage (nW) |
|---|---|---|---|
| registers | 0 | 0 | 0 |
| clock network | 0 | 0.000000000829 | 0.000459 |
| logic | 0.000411 | 0.000524 | 8.98 |
cell type report:
class,count,share of cell area (%)
multi-input cells,832,28.4
repair buffers,1389,54.0
well taps,3496,17.0
diodes,72,0.699
through the flow:
| stage | worst slack (ns) | total power [W] | instance area, um2 | cells |
|---|---|---|---|---|
| 3_5_place_dp | 3.38 | 0.000963 | 25600 | 5717 |
| 2_1_floorplan | 5.97 | 0.000220 | 8070 | 955 |
| 5_1_grt | 3.45 | 0.000985 | 25700 | 5760 |
| 6_report | 3.61 | 0.000935 | 25800 | 5789 |
| 3_3_place_gp | 3.43 | 0.000964 | 25600 | 5717 |
| 4_1_cts | 3.38 | 0.000968 | 25600 | 5717 |
Power figures rest on the tool's default switching activity, not on a simulated workload.
